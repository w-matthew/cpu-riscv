`design/flow/config.mk`:
```
export PLATFORM = sky130hd
export DESIGN_NAME = imm_gen
export DESIGN_NICKNAME = imm_gen
export VERILOG_FILES = /design/flow/design.v
export SDC_FILE = /design/flow/constraint.sdc
export NUM_CORES = 4
export LEC_CHECK = 1
export CORE_AREA = 10 10 70 70
export DIE_AREA = 0 0 80 80
```
`design/flow/design.v`:
```
module imm_gen (
    input wire [24:0] inst,
    input wire [2:0] imm_sel,
    output reg [31:0] out
);
    always @(*) begin
        case (imm_sel)
            3'd0: out = {{21{inst[24]}}, inst[23:18], inst[17:14], inst[13]};
            3'd1: out = {{21{inst[24]}}, inst[23:18], inst[4:1], inst[0]};
            3'd2: out = {{20{inst[24]}}, inst[0], inst[23:18], inst[4:1], 1'b0};
            3'd3: out = {inst[24:5], 12'b0};
            3'd4: out = {{12{inst[24]}}, inst[12:5], inst[13], inst[23:18], inst[17:14], 1'b0};
            default: out = 32'b0;  
        endcase
    end
endmodule
```
`design/flow/constraint.sdc`:
```
current_design imm_gen

set clk_period 2.7
set clk_io_pct 0.2

create_clock -name clk0 -period $clk_period

set non_clock_inputs [all_inputs -no_clocks]
set_input_delay [expr $clk_period * $clk_io_pct] -clock clk0 $non_clock_inputs
set_output_delay [expr $clk_period * $clk_io_pct] -clock clk0 [all_outputs]
```
`design/flow/run.sh`:
```
#!/bin/bash
# OpenROAD 26Q1-2900-gdf79404cd8, Yosys 0.63+post, stock flow scripts
make -C /OpenROAD-flow-scripts/flow DESIGN_CONFIG=/design/flow/config.mk WORK_HOME=/design/flow/orfs finish
```
==> results.yml <==
# flow metrics
floorplan:
  die_w_um: 80
  core-area_um2: 3420
  die_area_um2: 6400
  std_cell_rows: 21
  die_h_um: 80
  ios: 60
  fp_util_pct: 15.8
placement:
  portBuffers: 60
  pre_cts_ws_ns: -0.0989
  placed_cells: 208
  dp_hpwl_um: 2290
  place_congestion: 0.725
global_route:
  antenna_found_initial: 0
  grt_pass1_wl_um: 4060
  overflow: 0
  grt_pass1_vias: 824
  grt.total_usage_pct: 7.62
  grt_max_degree: 12
flow_run:
  drv_cap: 0
  openroad.warnings: 32
worst_hold_path:
  hp-start: "inst[24]"
  min_to: "out[31]"
  hold_path.class: "input port to output pin"
  whs_path_depth: 4
synthesis:
  yosys_warnings: 1
  syn_area_per_cell_um2: 5.75
  yosysChipArea_um2: 541
  ys_cells: 94
  netlist_area_um2: 541
  synthDistinctLibCells: 20
  postSynthSeqShare_pct: 0
  synth_cells: 94
route:
  drt_iter0_drc: 54
  drtPass1Iterations: 4
  vias: 865
  wl_met1_um: 1050
  wirelength_um: 2560
  route.met2.wl_um: 1330
  ant_nets: 0
  vias_per_cell: 4.16
  avgRoutedWirePerCell_um: 12.3
  n_antenna_cell: 0
  dr.max_layer_used: "met3"
  wl_met3_um: 184
  drc: 0
finish:
  flops: 0
  num-fill-cells: 360
  seqCellArea_um2: 0
  clockBufferCount: 0
  drive_gt1_share_pct: 16.0
  fin_cells: 208
  syn_to_final_growth_pct: 139
critical_path:
  cp-end-kind: "output pin"
  critical_path.max_stage_delay_ns: 0.49
  crit_chain: "dlygate4sd2_1, buf_4, nor2b_1, buf_4, a21oi_1, o22ai_1, clkdlybuf4s50_1"
  cp_slowest_cell: "clkdlybuf4s50_1"
  cp_common_cell: "buf_4"
  critPathMaxFanout: 8
  worstSetupStartpointType: "input port"
  critPathKind: "input port to output pin"
  cp.required_ns: 2.16
  arrival_ns: 1.98
final_timing:
  hold_violations: 0
  rsz0062_at_grt: "false"
  fmax_ghz: 0.396
  layout_min_cycle_time_ns: 2.52
  max_slew_margin_pct: 83.4
  slew_violations: 0
  worst_slew_pin_slew_ns: 0.249
  finalCritPeriodShare_pct: 93.4
  whs_ns: 1.91
  setup_ws_ns: 0.178
  setup_viol: 0
pwr:
  irDropWorstVdd_mv: 0.0499
  power_density_nw_per_um2: 160
  leakage_nw: 0.557
outcome:
  status: "complete, no violations"
clock_network:
  post-cts-setup-buffer-count: 0
  cts.repair.resized: 3
  ctsHoldBuffers: 0
==> worst max-delay path, delay by kind of cell <==
| family | cells | cell delay, ns |
|---|---|---|
| AND/OR/NAND/NOR | 1 | 0.14 |
| buffers and inverters | 4 | 1.08 |
| AND-OR/OR-AND | 2 | 0.22 |
==> cells in the mapped netlist <==
cell / number / area share [%]
and2b_1: 2 / 2.8
nor3_1: 1 / 0.93
nand2b_1: 5 / 5.8
mux2_2: 4 / 8.3
mux2i_1: 1 / 1.9
buf_2: 4 / 3.7
nor2b_1: 7 / 8.1
and3b_1: 1 / 1.6
nand2_1: 22 / 15
and2_0: 1 / 1.2
o22ai_1: 12 / 14
inv_1: 5 / 3.5
o21ai_0: 1 / 0.93
buf_6: 3 / 6.2
and2_1: 1 / 1.2
clkbuf_1: 4 / 2.8
nand2b_4: 1 / 2.5
maj3_2: 1 / 2.1
a21oi_1: 17 / 16
o32ai_1: 1 / 1.6
==> metrics by stage <==
stage	utilization [%]	total power, mW	instance area (um^2)	setup TNS [ns]
5_1_grt	37.8	0.228	1290	0
6_report	37.8	0.207	1290	0
3_5_place_dp	37.6	0.212	1280	-1.74
2_1_floorplan	-	0.0653	541	0
4_1_cts	37.5	0.211	1280	0
3_3_place_gp	37.6	0.211	1280	-1.35
==> power by group <==
part | leakage, nW | switching (mW) | internal, mW
Clock | 0 | 0 | 0
Combinational | 0.557 | 0.0632 | 0.144
Sequential | 0 | 0 | 0
Total | 0.557 | 0.0632 | 0.144
==> placed cells by master (no fill, tap or decap), types with 2 or more instances in the layout <==
cell type        Yosys  routed
a21oi_1             17      17
mux2_2               4       4
o22ai_1             12      12
clkdlybuf4s50_1      0      56
nand2_1             22      22
nand2b_1             5       5
nor2b_1              7       6
and2b_1              2       2
inv_1                5       5
buf_4                0      18
dlygate4sd2_1        0       3
==> per-layer routing <==
layer / up-vias / GRT usage (%)
met5: - / 0
met4: 0 / 0
met3: 0 / 1.25
met2: 36 / 13.9
met1: 372 / 9.62
li1: 457 / -
==> logic make-up (layout without fill, tap and decap cells) <==
family	after synthesis	after routing	synth area share, %
simple gates	41	41	39.4
compound gates	31	31	32.2
buf+inv	16	84	16.2
mux	5	5	10.2
fa+ha+maj	1	1	2.08
==> area by class of cell <==
cell class	instances	area [um^2]	share of cell area, %
tap	46	57.6	4.46
timing repair buffer	79	754	58.4
inverter	5	18.8	1.45
multi-input combinational	78	460	35.7
==> worst max-delay path by stage <==
stage     startpoint       to  cells after the start
4_1_cts     inst[24]  out[17]                      6
5_1_grt   imm_sel[0]  out[18]                      7
6_report  imm_sel[0]  out[15]                      7
Power and IR drop assume default switching activity.
