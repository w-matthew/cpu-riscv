File: design/flow/run.sh
#!/bin/bash
# OpenROAD 26Q1-2900-gdf79404cd8, Yosys 0.63+post, stock flow scripts
make -C /OpenROAD-flow-scripts/flow DESIGN_CONFIG=/design/flow/config.mk WORK_HOME=/design/flow/orfs finish
File: design/flow/config.mk
export PLATFORM = sky130hd
export DESIGN_NAME = pc
export DESIGN_NICKNAME = pc
export VERILOG_FILES = /design/flow/design.v
export SDC_FILE = /design/flow/constraint.sdc
export NUM_CORES = 4
export LEC_CHECK = 1
export CORE_AREA = 10 10 98 98
export DIE_AREA = 0 0 108 108
File: design/flow/constraint.sdc
current_design pc

set clk_period 1.0
set clk_io_pct 0.2

create_clock -name clk0 -period $clk_period [get_ports {clk}]

set non_clock_inputs [all_inputs -no_clocks]
set_input_delay [expr $clk_period * $clk_io_pct] -clock clk0 $non_clock_inputs
set_output_delay [expr $clk_period * $clk_io_pct] -clock clk0 [all_outputs]
File: design/flow/design.v
module pc (
    input logic clk,
    input logic rst,            
    input logic pc_wen,       
    input logic [31:0] pc_din,  
    output logic [31:0] pc_dout  
);
    always_ff @(posedge clk or posedge rst) begin
        if (rst) begin
            pc_dout <= 32'h00000000;
        end
        else if (pc_wen) begin
            pc_dout <= pc_din;
        end
    end
endmodule
==> flow_summary.json <==
{
  "core_area_um2": 7650,
  "worst-endpoint-arrival_ns": 0.79,
  "max-slew-margin-rel_pct": 87.9,
  "wirelength_mm": 3.56,
  "cp-end-kind": "primary output",
  "post-route-min-period_ns": 0.988,
  "floorplan.die.height_um": 108,
  "timing.critical_path.fanout_max": 2,
  "cp.depth": 1,
  "leading_cell_types_by_total_area_after_synthesis": "dfrtp_1 (59%), mux2_4 (33%), buf_12 (4.5%)",
  "post_drt_wl_per_cell_um": 13.3,
  "synth_area_leader_cell": "dfrtp_1",
  "finalCritPeriodShare_pct": 98.8,
  "routed_via_density": 3.31,
  "clk_pin_slew_worst_paths_ns": 0.07,
  "io-pin-count": 67,
  "antenna_cells": 0,
  "hpwl_mm": 2.60,
  "setup_viol_count_final": 0,
  "grt_pass1_wl_mm": 5.53,
  "antenna_violations_before_repair": 0,
  "worstPathRequired_ns": 0.80,
  "timing.final.hold_violations": 0,
  "hold_buffers": 0,
  "core.rowCount": 32,
  "tns_ns": 0,
  "die.size.x_um": 108,
  "synth_warnings": 1,
  "worstMarginPinSlew_ns": 0.182,
  "first_global_vias": 957,
  "place_inst": 244,
  "drc": 0,
  "leakage_nw": 1.09,
  "clock_tree.root_cell": "clkbuf_8",
  "yosys_chip_area_um2": 1350,
  "drtPass1Iterations": 5,
  "crit_buf_inv": 1,
  "synthDistinctLibCells": 6,
  "non_filler_instances": 268,
  "r2r_setup_slack_ns": 0.02,
  "top_cell_area_share_pct": 59.4,
  "max_flop_register": "pc_dout",
  "worst_path_largest_cell_delay_ns": 0.39,
  "port_buffers": 66,
  "clk-insertion-delay-late_ns": 0.27,
  "critical_path.cell_chain": "buf_2",
  "finalHoldWorstSlack_ns": 0.266,
  "rr_endpoint": "pc_dout[27]",
  "floorplanUtilization_pct": 17.6,
  "cts_max_path_buffers": 2,
  "synthesis.area_per_instance_um2": 19.5,
  "drive_above_1_share_pct": 59.0,
  "filler_instances": 767,
  "critical_path.slowest_cell": "dfrtp_1",
  "yosys_cells": 69,
  "maxCapViolCount": 0,
  "gr-usage-all-layers_pct": 5.97,
  "final_max_slew_viol_count": 0,
  "max_freq_ghz": 1.01,
  "vdd_drop_max_v": 0.000502,
  "status": "finished clean",
  "pin_count_of_the_biggest_net_entering_global_routing": 33,
  "largest_registers": "pc_dout (32)",
  "tritoncts": "done",
  "h_tree_lvls": 2,
  "clock_sink_count": 32,
  "worst_setup_path_startpoint": "pc_dout[11]",
  "cp-start-kind": "flop",
  "initialDrtViolationCount": 16,
  "largest_reg_flops": 32,
  "globalRouteOverflowTotal": 0,
  "fp.dieArea_um2": 11700,
  "postSynthSeqShare_pct": 59.4,
  "grt_setup_unrepaired": "true",
  "ys.flops": 32,
  "lay_top_cells": "clkdlybuf4s50_1 (33), buf_2 (33), dfrtp_1 (32)",
  "r2r_start": "pc_dout[27]",
  "setup.worst_path.class": "reg -> out",
  "vias": 886,
  "power_per_cell_area_nw_per_um2": 1430,
  "final_worst_clock_skew_ns": 0,
  "totalPowerFinal_mw": 3.21,
  "syn_area_um2": 1350,
  "endpoint": "pc_dout[11]",
  "total_clock_buffers_created_by_cts": 5,
  "log_warnings": 27,
  "gp_routability_congestion": 0.724,
  "critical_path.top_delay_family": "flip-flops",
  "timing.hold.worst.class": "in -> async",
  "flow.area_growth_from_synthesis_pct": 66.0,
  "postSynthCellCount": 69,
  "final_antenna_net_count": 0,
  "worst-r2r-cell-count": 3
}
==> worst reg2reg max path: stages, from the launching register on <==
cell,delay [ns]
dfrtp_1,0.38
buf_4,0.13
buf_4,0.12
mux2_4,0.25
==> worst min-delay path by stage <==
stage	slack (ns)	end	start
after global routing	0.26	pc_dout[11]	pc_wen
after CTS	0.27	pc_dout[20]	rst
final	0.27	pc_dout[27]	rst
==> report_power, final <==
part	switching [mW]	internal [mW]
registers	0.0628	1.42
logic	0.169	0.520
clock network	0.470	0.562
==> cell families (layout without fill, tap and decap cells) <==
logic type             after synthesis  count (layout)  synth area share [%]
DFF                                 32              32                  59.4
buffers and inverters                5             102                  5.57
muxes                               32              32                  35.1
==> repair_timing <==
item,in CTS,in global routing
resized,98,2
setup buffers,10,7
gates cloned,0,0
setup endpoints to repair,32,31
==> cells in the mapped netlist <==
master / instances
buf_12: 3
buf_6: 1
dfrtp_1: 32
inv_1: 1
mux2_2: 2
mux2_4: 30
==> through the flow <==
step | utilization [%] | instance area, um^2 | worst slack, ns
final | 29.3 | 2240 | 0.0121
after global routing | 29.3 | 2240 | -0.0331
after CTS | 28.6 | 2190 | -0.0174
after detailed placement | 28.5 | 2180 | -0.0345
after global placement | 28.5 | 2180 | -0.0689
after floorplan | - | 1350 | 0.109
==> layout make-up <==
class,instances,area (um^2),share of cell area [%]
repair buffers,93,743,33.2
multi-input cells,32,473,21.1
inverters,1,3.75,0.168
well taps,102,128,5.70
flip-flops and latches,32,801,35.8
clock buffers,8,90.1,4.02
==> layer usage <==
layer	track usage (%)	share of wire (%)	wire (um)	vias to the layer above
met5	0	0	0	-
met4	0.477	0	0	0
met3	3.07	11	390	0
met2	7.84	40	1410	47
met1	8.88	49	1760	411
li1	-	-	-	428
