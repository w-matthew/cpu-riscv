`design/flow/config.mk`:
```
export PLATFORM = sky130hd
export DESIGN_NAME = alu
export DESIGN_NICKNAME = alu
export VERILOG_FILES = /design/flow/design.v
export SDC_FILE = /design/flow/constraint.sdc
export NUM_CORES = 4
export LEC_CHECK = 1
export CORE_UTILIZATION = 40
```
`design/flow/constraint.sdc`:
```
current_design alu

set clk_period 16.4
set clk_io_pct 0.2

create_clock -name clk0 -period $clk_period

set non_clock_inputs [all_inputs -no_clocks]
set_input_delay [expr $clk_period * $clk_io_pct] -clock clk0 $non_clock_inputs
set_output_delay [expr $clk_period * $clk_io_pct] -clock clk0 [all_outputs]
```
`design/flow/design.v`:
```
module alu (
    input wire [31:0] a,
    input wire [31:0] b,
    input wire [3:0] sel,
    output reg [31:0] out
);
    always @(*) begin
        case (sel)
            4'd0: out = a + b;
            4'd1: out = a - b;
            4'd2: out = a ^ b;
            4'd3: out = a | b;
            4'd4: out = a & b;
            4'd5: out = a << b[4:0];
            4'd6: out = a >> b[4:0];
            4'd7: out = $signed(a) >>> b[4:0];
            4'd8: out = ($signed(a) < $signed(b)) ? 32'd1 : 32'd0;
            4'd9: out = (a < b) ? 32'd1 : 32'd0;
            default: out = 32'd0;
        endcase;
    end
endmodule
```
`design/flow/run.sh`:
```
#!/bin/bash
# OpenROAD 26Q1-2900-gdf79404cd8, Yosys 0.63+post, stock flow scripts
make -C /OpenROAD-flow-scripts/flow DESIGN_CONFIG=/design/flow/config.mk WORK_HOME=/design/flow/orfs finish
```
==> results.json <==
{
  "row_count": 52,
  "drt-wirelength-per-cell_microns": 25.0,
  "max_freq_ghz": 0.0903,
  "setup_viol": 0,
  "gr-total-overflow": 0,
  "postRouteAntennaNets": 0,
  "fin_area_sq_um": 9410,
  "final_core_util_pct": 46.2,
  "place_hpwl_mm": 29.9,
  "openroad.warnings": 98,
  "grt.total_usage_pct": 35.5,
  "ys_sh_mux_pct": 16.2,
  "hp-class": "in2out",
  "yosysCellCount": 1228,
  "grt_pass1_vias": 9288,
  "gp_congestion": 1.04,
  "ioPinCount": 100,
  "cts_hold_buf": 0,
  "criticalPathCategory": "in2out",
  "chipHeight_microns": 146,
  "total_power_uw": 334,
  "crit_path_end_kind": "output port",
  "synthesis.area_sq_um": 8340,
  "yosysChipArea_sq_um": 8340,
  "clkbuf_count": 0,
  "synth.area.top_cells": "ha_1 (15%), mux4_2 (11%), nor2_1 (6.6%)",
  "seq_area_frac_synth_pct": 0,
  "post-route-period-util_pct": 67.5,
  "die-area_sq_um": 21400,
  "xor_share_pct": 2.63,
  "ys_top_cells_by_count": "nor2_1 (146), a21oi_1 (104), ha_1 (98), inv_1 (98), nand2_1 (97)",
  "fp_util_pct": 41.0,
  "route.detailed.drc": 0,
  "ys_top_logic_family": "AND-OR/OR-AND gates",
  "routed_wl_mm": 38.0,
  "worstMarginPinSlew_ps": 771,
  "rsz0062_at_grt": "no",
  "post_cts_buffers": 0,
  "fillCellCount": 2074,
  "ys_warn_count": 1,
  "drt_iter0_drc": 1025,
  "drv_slew": 0,
  "ctsResizeCount": 0,
  "mi_logic_area_sq_um": 7540,
  "n_antenna_cell": 0,
  "power-per-cell-area_nw_per_um2": 35.5,
  "die_w_microns": 146,
  "via_count": 9975,
  "core_sq_um": 20400,
  "area_growth_pct": 12.9,
  "critPathLaunch": "b[3]",
  "top_cell_area_share_pct": 14.7,
  "ir_worst_vdd_mv": 0.0136,
  "most_common_cell": "nor2_1",
  "outcome": "complete, no violations",
  "crit_required_ps": 13120,
  "via_per_inst": 6.56,
  "maxSlewHeadroom_pct": 48.0,
  "fin_crit_ps": 11070,
  "max-cap-violations": 0,
  "largest_area_cell": "ha_1",
  "postPlaceCellArea_sq_um": 9410,
  "grt_pass1_wl_mm": 56.7,
  "avgSynthCellArea_sq_um": 6.79,
  "grt_start_max_net_pins": 77,
  "arrival_ps": 7790,
  "worst_setup_path_start_kind": "primary input",
  "synthCells": 1228,
  "simple_gate_area_share_pct": 20.3,
  "fin_tns_setup_ps": 0,
  "synth_compound_gate_area_share_pct": 35.9,
  "critPathMaxFanout": 76,
  "synthDistinctLibCells": 78,
  "flop-count": 0,
  "regArea_sq_um": 0,
  "adder_share_pct": 15.2,
  "firstDrtPassIters": 6,
  "final_layout_size_suffix_gt1_share_pct": 7.59,
  "antenna_found_initial": 0,
  "hold_viol_final": 0,
  "port_buffers": 100,
  "p_leak_nw": 3.91,
  "hp-start": "sel[0]"
}
-- metrics by stage --
step | hold WS (ps) | cells | worst slack, ps
after floorplan | 6800 | 1228 | 6570
after detailed placement | 7830 | 1521 | 5440
final | 7840 | 1521 | 5330
after global routing | 7890 | 1521 | 5030
after CTS | 7830 | 1521 | 5410
after global placement | 7840 | 1521 | 5480
-- power breakdown --
part	leakage, nW	internal (mW)	total (mW)	switching (mW)
Sequential	0	0	0	0
Clock	0	0	0	0
Combinational	3.91	0.133	0.334	0.201
-- cell families (layout without fill, tap and decap cells) --
logic type,Yosys count,count (layout)
adder cells (fa/ha/maj),100,100
XOR/XNOR,25,25
buffers and inverters,203,226
multiplexers,83,83
AND-OR/OR-AND,445,445
AND/OR/NAND/NOR,372,372
-- placed cells by master (no fill, tap or decap), types with 8 or more instances in the layout --
| cell | count |
|---|---|
| nor2_1 | 146 |
| a21oi_1 | 104 |
| inv_1 | 98 |
| ha_1 | 98 |
| nand2_1 | 97 |
| clkdlybuf4s50_1 | 95 |
| o21ai_0 | 76 |
| mux4_2 | 41 |
| o211ai_1 | 39 |
| nor3_1 | 34 |
| mux2i_1 | 34 |
| buf_4 | 23 |
| o21ai_1 | 21 |
| a22oi_1 | 21 |
| a21o_1 | 20 |
| a221oi_1 | 19 |
| xnor2_1 | 18 |
| a211oi_1 | 17 |
| nand3_1 | 15 |
| nor2b_1 | 14 |
| a31oi_1 | 14 |
| o31ai_1 | 13 |
| o21bai_1 | 12 |
| o22ai_1 | 12 |
| or3_1 | 10 |
| nand4_1 | 10 |
| o221ai_1 | 9 |
| a221o_1 | 8 |
-- metal layers --
metal	vias up	share of wire (%)	track usage (%)
met3	64	11	8.69
met5	-	0	0
met1	4731	42	51.2
li1	4613	-	-
met4	0	3.3	10.7
met2	567	44	52.6
-- worst paths after layout --
path  endpoint  slack [ps]  cells after the start
max     out[0]        5330                     14
min     out[6]        7840                      6
-- critical path, stage by stage --
cell,delay (ps)
buf_2,80
buf_4,560
inv_2,430
ha_1,500
nor3_1,100
a2111oi_2,620
o22ai_2,200
nor4_2,570
o31ai_4,110
a311oi_2,360
o21bai_1,120
a211oi_1,220
or4_1,150
clkdlybuf4s50_1,460
-- cell type report --
cell class	count	share of cell area, %
inverters	104	4.15
repair buffers	122	12.1
multi-input cells	1025	80.1
well taps	270	3.59
Power and IR drop assume default switching activity.
